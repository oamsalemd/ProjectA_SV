**flow/design.v**
```verilog
module mult #(
    parameter DATA_WIDTH = 16,
    parameter FIXED_PNT = 8)
(
    input signed [DATA_WIDTH-1:0] num1,
    input signed [DATA_WIDTH-1:0] num2,
    output logic signed [DATA_WIDTH-1:0] product,
    output logic overflow,
    output logic underflow
);
    logic [2*DATA_WIDTH-1:0] temp_prod;
    assign temp_prod = num1 * num2;
    assign product = temp_prod[DATA_WIDTH+FIXED_PNT-1:FIXED_PNT];
    assign overflow = ~num1[DATA_WIDTH-1] & ~num2[DATA_WIDTH-1] & temp_prod[2*DATA_WIDTH-1];
    assign underflow = num1[DATA_WIDTH-1] & num2[DATA_WIDTH-1] & ~temp_prod[2*DATA_WIDTH-1];
endmodule
```
**flow/run.sh**
```bash
#!/bin/bash
# OpenROAD 26Q1-2900-gdf79404cd8, Yosys 0.63+post, stock flow scripts
make -C /OpenROAD-flow-scripts/flow DESIGN_CONFIG=/design/flow/config.mk WORK_HOME=/design/flow/orfs finish
```
**flow/config.mk**
```make
export PLATFORM = sky130hd
export DESIGN_NAME = mult
export DESIGN_NICKNAME = mult
export VERILOG_FILES = /design/flow/design.v
export SDC_FILE = /design/flow/constraint.sdc
export NUM_CORES = 4
export LEC_CHECK = 1
export CORE_UTILIZATION = 50
```
**flow/constraint.sdc**
```tcl
current_design mult

set clk_period 20.5
set clk_io_pct 0.2

create_clock -name clk0 -period $clk_period

set non_clock_inputs [all_inputs -no_clocks]
set_input_delay [expr $clk_period * $clk_io_pct] -clock clk0 $non_clock_inputs
set_output_delay [expr $clk_period * $clk_io_pct] -clock clk0 [all_outputs]
```
==> reports/metrics.cfg <==
[timing]
drv_slew=0
layout_min_cycle_time_ns=14.86
tns_ns=0
hold_viol=0
whs_ns=9.50
relSlewSlack_pct=48.9
period_used_pct=72.5
tightest_slew_ns=0.764
setup_violations=0
timing.fmax_mhz=67.3
rsz0062_at_grt=no

[clocking]
cts_resized=0
cts_setup_buffers=0
cts_hold_buffers=0

[layout]
regArea_sq_um=0
flop-count=0
area_growth_pct=7.82
finalNonFillerCells=1324
clockBufferCount=0
drive_gt1_share_pct=3.03

[route]
drcViolationCount=0
num_vias=6586
firstDrtPassIters=4
routed_via_density=4.97
antennaDiodeCount=0
totalWireLength_um=21000
avgRoutedWirePerCell_um=15.9
postRouteAntennaNets=0
initialDrtViolationCount=177

[die]
die_height_um=141
placementRows=50
die_w_um=141
dieArea_sq_mm=0.0198
io_pins=50
core-area_sq_mm=0.0188
fp_util_pct=51.2

[yosys]
yosysWarnings=0
synthDistinctLibCells=47
ys_cells=1062
most_common_cell=inv_1
area_leaders=fa_1 (54%), inv_1 (12%), ha_1 (10%), and2_1 (6.9%), nand2_1 (5.5%)
yosys-stat-area_sq_mm=0.00961
synthCells=1062
avgSynthCellArea_sq_um=9.05
ys_top_cells_by_count=inv_1 (318), fa_1 (261), nand2_1 (140)
ys_seq_share_pct=0
largest_area_cell=fa_1
syn_area_sq_mm=0.00961
synth.top_cell.area_share_pct=54.4

[global_routing]
grt_pass1_wl_um=35800
grt_usage_pct=25.4
grt_max_degree=20
antenna_found_initial=0
grt_pass1_vias=7016
grt-ovfl-total=0

[min_path]
min_path_type=input port to output port

[run]
warnings=32
cap_violations=0

[outcome]
outcome=complete, no violations

[worst_setup_path]
cp_slowest_cell=clkdlybuf4s50_1
critPathKind=input port to output port
max_stage_delay_ns=0.83
crit_required_ns=16.40
cp-end-kind=output port
start_kind=input port
cp_max_fo=16
arrival_ns=10.76
crit_chain=clkdlybuf4s50_1, and2_1, inv_1, fa_1, inv_1, fa_1, inv_1, fa_1, inv_1, fa_1, fa_1, inv_1, fa_1, inv_1, ha_1, a211oi_1, o21ai_0, a221oi_1, a21boi_1, nor2_2, mux2_4, clkdlybuf4s50_1

[place]
numPortBuffers=50
placedCellCount=1324
gp_congestion=0.869
dp_hpwl_um=18300

==> cell usage in the layout (no fill, tap or decap), types with 3 or more instances in the layout <==
master and n:
a21oi_1 13, a21oi_2 4, a31oi_1 3, and2_1 106, buf_4 11, clkdlybuf4s50_1 50
fa_1 261, ha_1 79, inv_1 318, nand2_1 140, nand2b_1 7, nand3_1 6
nor2_1 20, o21ai_0 6, o21ai_1 3, xnor2_1 22, xor2_1 3
==> path summary, 6_finish.rpt <==
check / start / end / slack, ns / depth (start not counted)
setup / recovery: num2[5] / underflow / 5.64 / 22
hold / removal: num1[15] / overflow / 9.50 / 6
==> logic make-up after synthesis <==
family / share of synthesized area (%)
fa+ha+maj: 64.7
compound gates: 4.10
xor+xnor: 2.28
buf+inv: 13.7
mux: 0.156
simple gates: 15.1
==> final cells by class <==
class | instances | area, sq um
Fill cell | 1749 | 8410
Multi-Input combinational cell | 710 | 8290
Inverter | 319 | 1200
Timing Repair Buffer | 61 | 583
Tap cell | 234 | 293
==> through the flow <==
step / setup slack (ns) / utilization [%] / cell area (sq um)
5_1_grt: 5.19 / 55.2 / 10400
3_3_place_gp: 5.67 / 55.2 / 10400
3_5_place_dp: 5.61 / 55.2 / 10400
4_1_cts: 5.57 / 55.2 / 10400
2_1_floorplan: 6.81 / - / 9610
6_report: 5.64 / 55.2 / 10400
==> worst max-delay path: cells and delay by family <==
kind                     cells  cell delay, ns
buffers and inverters        8            1.70
AND-OR/OR-AND                4            0.71
multiplexers                 1            0.30
adder cells (fa/ha/maj)      7            3.54
AND/OR/NAND/NOR              2            0.40
==> layer usage <==
layer  GRT usage [%]  part of all wire, %
met5               0                    0
met4            2.75                  1.4
met3            3.88                  3.9
met2            44.1                   55
met1            37.5                   40
