## ./design.v

```verilog
module div #(
    parameter DATA_WIDTH = 16,
    parameter FIXED_PNT = 8)
(
    input signed [DATA_WIDTH-1:0] num1,
    input signed [DATA_WIDTH-1:0] num2,
    output logic signed [DATA_WIDTH-1:0] result
);
    assign result = num1 / num2;
endmodule
```

## ./run.sh

```bash
#!/bin/bash
# OpenROAD 26Q1-2900-gdf79404cd8, Yosys 0.63+post, stock flow scripts
make -C /OpenROAD-flow-scripts/flow DESIGN_CONFIG=/design/flow/config.mk WORK_HOME=/design/flow/orfs finish
```

## ./config.mk

```make
export PLATFORM = sky130hd
export DESIGN_NAME = div
export DESIGN_NICKNAME = div
export VERILOG_FILES = /design/flow/design.v
export SDC_FILE = /design/flow/constraint.sdc
export NUM_CORES = 4
export LEC_CHECK = 1
export CORE_UTILIZATION = 30
```

## ./constraint.sdc

```tcl
current_design div

set clk_period 132.2
set clk_io_pct 0.2

create_clock -name clk0 -period $clk_period

set non_clock_inputs [all_inputs -no_clocks]
set_input_delay [expr $clk_period * $clk_io_pct] -clock clk0 $non_clock_inputs
set_output_delay [expr $clk_period * $clk_io_pct] -clock clk0 [all_outputs]
```

==> flow_summary.ini <==
; implementation run metrics
[status]
status = complete, no violations

[worst_hold_path]
hold_path_depth = 6
min_delay_worst_endpoint = result[8]
hold_class = primary input to primary output
hold_start = num2[15]

[worst_setup_path]
cpLargestDelayFamily = AND-OR/OR-AND gates
worst_ep_required_time_ns = 105.76
crit_path_max_fanout = 44
crit_path_max_incr_delay_ns = 0.62
crit_cells = 132
cp-start-kind = primary input
cp_slowest_cell = o21ai_2
crit_type = primary input to primary output
endpoint_kind = primary output
arrival_ns = 62.42
crit_path_frequent_cell = ha_1
path_buffers = 14

[route]
insertedDiodeCount = 0
firstDrtPassIters = 5
wire_per_inst_microns = 19.4
viasPerCell = 5.87
drtIter0Drc = 805
vias = 9073
final_antenna_net_count = 0
drc_errors = 0
finalWirelength_mm = 30.0

[cts]
postCtsResizedCells = 0
post-cts-setup-buffer-count = 0
hold_buffers = 0

[cells_and_area]
syn_to_final_growth_pct = 11.4
drive_above_1_share = 0.0730
lay_top_count = ha_1
clock_buffers = 0
final_cell_mix = ha_1 (140), a21oi_1 (96), nand2_1 (87), nor2_1 (85), o21ai_0 (66)
post-route-util = 0.341
seqCellArea_sq_um = 0
design.seq.count = 0

[power_and_ir_drop]
p_seq_frac = 0
p_per_area_nw_per_um2 = 11.5
swShare = 0.552
p_int_mw = 0.0474
combPwrFrac = 1.000
switchingPower_mw = 0.0585
ir_worst_vdd_uv = 4.90
p_leak_nw = 4.01
p_clk_frac = 0

[place]
hpwl_mm = 24.1
place.gp.congestion = 1.01
portBuffers = 48

[grt]
antenna_found_initial = 0
grt_overflow = 0
use_met3 = 0.0197
grtUsageTotal = 0.214
busiest_layer = met2
use_met1 = 0.298
grt_max_degree = 45
grt_pass1_wl_mm = 46.7
grt_pass1_vias = 8381
grtUsageMet2 = 0.358

[floorplan]
dieArea_sq_um = 28100
fp-row-count = 60
core_sq_um = 27000
die_h_microns = 168
die_w_microns = 168
io-pin-count = 48
initCoreUtil = 0.306

[timing]
hold_violations = 0
worstMarginPinSlew_ns = 0.766
rsz0062_at_grt = false
finalClockPeriodUsage = 0.672
period_needed_ns = 88.86
max_freq_mhz = 11.3
setup_viol = 0
fin_tns_setup_ns = 0
max_slew_margin = 0.485
drv_slew = 0

[synth]
mappedNetlistArea_sq_um = 8240
syn_avg_cell_area_sq_um = 7.05
topCellsByArea = ha_1 (21%), xnor2_1 (6.8%), a21oi_1 (5.8%)
synth.top_cell.area_share = 0.213
synth_cell_types = 85
ys_cells = 1169
synthCells = 1169
ys_seq_frac = 0
synth_warnings = 0
synth-area-yosys_sq_um = 8240
yosysTopAreaCell = ha_1

[run]
cap_violations = 0
warnings = 33
routing by layer:
metal,up-vias,part of all wire
met5,-,0
met4,0,0.024
met3,47,0.054
met2,293,0.46
met1,4187,0.46
li1,4546,-
final cells by class:
cell class / instances / area (sq um)
inverter: 55 / 206
multi-input combinational: 1078 / 7880
tap: 341 / 427
fill: 2814 / 17800
timing repair buffer: 72 / 661
cells by family (layout without fill, tap and decap cells):
kind of cell | count (synthesis) | in the layout | share of synthesized area
mux | 36 | 36 | 0.0480
xor+xnor | 108 | 108 | 0.116
simple gates | 378 | 378 | 0.232
fa+ha+maj | 140 | 140 | 0.213
buf+inv | 91 | 127 | 0.0445
compound gates | 416 | 416 | 0.347
metrics by stage:
| stage | hold slack [ns] | setup slack (ns) | instances | instance area (sq um) | power [mW] |
|---|---|---|---|---|---|
| floorplan | 53.39 | 48.66 | 1169 | 8240 | 0.0720 |
| global route | 54.41 | 40.33 | 1546 | 9180 | 0.117 |
| detailed placement | 54.35 | 43.89 | 1546 | 9180 | 0.105 |
| finish | 54.38 | 43.34 | 1546 | 9180 | 0.106 |
| global placement | 54.35 | 44.44 | 1546 | 9180 | 0.105 |
| CTS | 54.35 | 43.80 | 1546 | 9180 | 0.105 |
Yosys cell counts (5+ instances only):
cell type,count
a211o_1,5
o211ai_1,20
mux2i_1,11
o21a_1,36
nor4b_1,6
ha_1,140
and4_1,5
a31oi_1,22
xor2_1,43
nor3b_1,8
o2111ai_1,5
nor2b_1,8
and3_1,14
nand2b_1,10
o31ai_1,20
a21oi_1,96
mux2_2,24
a211oi_1,6
or2_2,13
xnor2_1,64
nor4_1,9
nand3_1,36
nor3_1,44
nand2_1,87
nor2_1,85
buf_2,5
or4_1,8
nand4_1,8
or3_1,11
a2111oi_0,5
a21boi_0,7
o211a_1,7
clkbuf_1,25
o21ai_1,6
o21bai_1,10
a21o_1,38
and2_1,11
o21ai_0,66
inv_1,55
worst min-delay path: cells and delay by family:
kind / cells / cell delay, ns
xor+xnor: 2 / 0.32
simple gates: 1 / 0.14
buf+inv: 3 / 1.02
worst max path at each step:
stage     startpoint          to
4_1_cts      num2[0]  result[14]
5_1_grt      num2[0]  result[10]
6_report     num2[0]  result[10]
power groups by stage:
stage	clock network, mW	logic [mW]	registers, mW
CTS	0	0.105	0
global route	0	0.117	0
finish	0	0.106	0
Power is estimated from default activity; no workload was simulated.
