--- flow/constraint.sdc ---
current_design adder

set clk_period 8.0
set clk_io_pct 0.2

create_clock -name clk0 -period $clk_period

set non_clock_inputs [all_inputs -no_clocks]
set_input_delay [expr $clk_period * $clk_io_pct] -clock clk0 $non_clock_inputs
set_output_delay [expr $clk_period * $clk_io_pct] -clock clk0 [all_outputs]
--- flow/design.v ---
module adder #(
    parameter DATA_WIDTH = 16,
    parameter FIXED_PNT = 8,
    parameter IS_REDUCE = 0)
(
    input signed [DATA_WIDTH-1:0] num1,
    input signed [DATA_WIDTH-1:0] num2,
    output logic signed [DATA_WIDTH-1:0] sum,
    output logic overflow,
    output logic underflow
);
    generate if (IS_REDUCE) begin: MINUS
            assign sum = num1 - num2;
        end else begin: ADD
            assign sum = num1 + num2;
        end
    endgenerate
    assign overflow = ~num1[DATA_WIDTH-1] & ~num2[DATA_WIDTH-1] & sum[DATA_WIDTH-1];
    assign underflow = num1[DATA_WIDTH-1] & num2[DATA_WIDTH-1] & ~sum[DATA_WIDTH-1];
endmodule
--- flow/run.sh ---
#!/bin/bash
# OpenROAD 26Q1-2900-gdf79404cd8, Yosys 0.63+post, stock flow scripts
make -C /OpenROAD-flow-scripts/flow DESIGN_CONFIG=/design/flow/config.mk WORK_HOME=/design/flow/orfs finish
--- flow/config.mk ---
export PLATFORM = sky130hd
export DESIGN_NAME = adder
export DESIGN_NICKNAME = adder
export VERILOG_FILES = /design/flow/design.v
export SDC_FILE = /design/flow/constraint.sdc
export NUM_CORES = 4
export LEC_CHECK = 1
export CORE_AREA = 10 10 70 70
export DIE_AREA = 0 0 80 80
==> job_summary.md <==
## PnR job results

| Metric | Value |
|---|---|
| Outcome | completed |
| Area grow syn2layout | 73.70% |
| Fin crit period | approximately 6000 ps |
| Die Area | 6400 um^2 |
| Top cells by area | ha_1 (28%), xnor2_1 (11%), a21oi_1 (8.7%), a21o_1 (6.0%), nand2_1 (5.0%) |
| ANT cells | 0 |
| YS warnings | 0 |
| Max FO, Critical Path | 4 |
| # rows | 21 |
| FFs & Latches | 0 |
| GPL Wtd Cong | between 0.8 and 0.9 |
| Slew @ Worst Pin | about 500 ps |
| Crit. End Element | primary output |
| Post-cts repair resize count | 0 |
| Die H | around 80 um |
| DRC | 0 |
| WL final | between 2 and 2.5 mm |
| Worst path bufs/invs | 2 |
| DRT iter0 DRCs | 20 |
| Distinct cell type count after synthesis | 29 |
| Power per Cell Area | 82.82 nW/um^2 |
| Fmax | between 150 and 200 MHz |
| Cells after synthesis | 98 |
| Total gr overflow | 0 |
| Vias per cell | 4.656 |
| # Max-Cap Violations | 0 |
| Top cells by count | ha_1 (17), a21oi_1 (13), nand2_1 (10), xnor2_1 (9), a21o_1 (6) |
| Dpl ws | between 2000 and 2500 ps |
| Critical path's largest stage delay | between 500 and 600 ps |
| Finished Cell Area | 1297 um^2 |
| Hold WC Path Type | in2out |
| Fin. max-slew vios | 0 |
| Placeable Area | approximately 3400 um^2 |
| Horiz. Die Dim | 80 um |
| Worst-path cell chain | clkdlybuf4s50_1 > ha_1 > fa_1 > a21o_1 > a221oi_1 > o31a_1 > nand4b_1 > o311ai_0 > clkdlybuf4s50_1 |
| Mapped cell area | 747.0 um^2 |
| Post-route ant nets | 0 |
| Relative slew slack | 66.63% |
| Post-synth seq share | 0% |
| Final worst slack | approximately 2000 ps |
| Yosys synthesis chip area | about 750 um^2 |
| First-pass GRT wire length | 4.022 mm |
| Register Area | 0 um^2 |
| Leakage | between 0.5 and 0.6 nW |
| Startpoint Class | input port |
| Cell area after placement | between 1000 and 1500 um^2 |
| Largest net degree at the start of global routing | 8 |
| CP Data Required Time | 6400 ps |
| First-pass DRT Iterations | 5 |
| FP Core Util | a little over a fifth |
| Top cell by count, worst path | clkdlybuf4s50_1 |
| Layout cells sized above 1 | less than 1% |
| Vias in the first global route | 887 |
| OpenROAD warning count | 33 |
| Layout clock buffers | 0 |
| Crit Path Class | in2out |
| Top Ports | about 50 |
| Average cell area after synthesis | ~7.6 um^2 |
| Maximum VDD drop | 0.03186 mV |
| Arr. time, crit path | between 4000 and 5000 ps |
| Setup TNS Final | 0 ps |
| Via Count | 894 |
| Yosys top cell by area | ha_1 |
| Post-CTS Setup Bufs | 0 |
| Critical path's slowest cell | clkdlybuf4s50_1 |
| Top Family by Delay on Critical Path | AND-OR/OR-AND gates |
| Most frequent cell after synthesis | ha_1 |
| Final HPWL DP | 2.139 mm |
| CTS Hold Bufs | 0 |
| Routed len/inst | ~12 um |
| Final Hold Fails | 0 |
| Hold Slack | approximately 4200 ps |
| Total track usage | ~7.4% |
| Fill count | between 300 and 400 |
| Port bufs | approximately 50 |
| Final Cycle Share | 74.55% |
| Initial antenna violation count | 0 |
| Yosys stat cell total | about 100 |
| Dominant cell area share | between 20% and 30% |
| Final setup violation count | 0 |
| RSZ-0062 raised after global routing | false |
final timing paths:
kind | startpoint | to | cells past startpoint | slack [ps]
worst max-delay path | num1[0] | sum[14] | 9 | 2040
worst min-delay path | num2[0] | sum[0] | 3 | 4230
cell families after synthesis:
logic type      share of synthesized area [%]
mux                                     2.680
compound gates                          32.83
xor+xnor                                15.24
buf+inv                                 2.513
simple gates                            15.58
fa+ha+maj                               31.16
placed cells by master, fill, tap and decap left out, types with 2 or more instances in the layout:
master	synthesis	final
o21a_1	2	2
nand2_1	10	10
a21o_1	6	6
xnor2_1	9	9
nor2_1	2	2
o21bai_1	3	3
mux2i_1	2	2
a21oi_1	13	13
nand4_1	2	2
ha_1	17	17
inv_1	3	3
o21ai_0	5	5
xor2_1	4	4
nand2b_1	3	3
o31a_1	2	2
clkdlybuf4s50_1	0	50
worst min-delay path, stage by stage:
cell             delay (ps)
clkdlybuf4s50_1         460
ha_1                    120
clkdlybuf4s50_1         450
per-stage QoR:
step	utilization [%]	power, mW	instances
after detailed placement	37.99	0.1090	192
after floorplan	-	0.04749	98
final	37.99	0.1075	192
after global placement	37.99	0.1088	192
after CTS	37.99	0.1099	192
after global routing	37.99	0.1210	192
layout make-up:
type | count | area [um^2] | area share [%]
multi-input cells | 93 | 728.2 | 56.12
repair buffers | 50 | 500.5 | 38.57
well taps | 46 | 57.56 | 4.436
inverters | 3 | 11.26 | 0.8679
power by group:
part | internal [mW] | switching, mW
Sequential | 0 | 0
Clock | 0 | 0
Combinational | 0.0691 | 0.0383
per-layer routing:
layer | global-route usage (%) | wire, um | vias up
met5 | 0 | 0 | -
met4 | 0 | 3 | 0
met3 | 2.955 | 287 | 2
met2 | 11.48 | 1023 | 39
met1 | 9.861 | 1049 | 390
li1 | - | - | 463
No activity file was given, so power comes from the tool's default toggle rates.
